File: design/flow/run.sh
#!/bin/bash
# OpenROAD 26Q1-2900-gdf79404cd8, Yosys 0.63+post, stock flow scripts
make -C /OpenROAD-flow-scripts/flow DESIGN_CONFIG=/design/flow/config.mk WORK_HOME=/design/flow/orfs finish
File: design/flow/config.mk
export PLATFORM = sky130hd
export DESIGN_NAME = Change_calculator
export DESIGN_NICKNAME = Change_calculator
export VERILOG_FILES = /design/flow/design.v
export SDC_FILE = /design/flow/constraint.sdc
export NUM_CORES = 4
export LEC_CHECK = 1
export CORE_AREA = 10 10 70 70
export DIE_AREA = 0 0 80 80
File: design/flow/constraint.sdc
current_design Change_calculator

set clk_period 3.0
set clk_io_pct 0.2

create_clock -name clk0 -period $clk_period [get_ports {clk}]

set non_clock_inputs [all_inputs -no_clocks]
set_input_delay [expr $clk_period * $clk_io_pct] -clock clk0 $non_clock_inputs
set_output_delay [expr $clk_period * $clk_io_pct] -clock clk0 [all_outputs]
File: design/flow/design.v
module money_counter (
    input wire clk,
    input wire reset,
    input wire [1:0] coin_in,     
    output reg [4:0] total_amount
);
    parameter COIN_1 = 5'd1;
    parameter COIN_5 = 5'd5;
    parameter COIN_10 = 5'd10;
    reg [1:0] coin_in_prev;
    wire coin_inserted = (coin_in != 2'b00) && (coin_in_prev == 2'b00);
    always @(posedge clk) begin
        if (reset) begin
            total_amount <= 5'd0;
            coin_in_prev <= 2'b00;
        end
        else begin
            coin_in_prev <= coin_in;
            if (coin_inserted) begin
                case (coin_in)
                    2'b01: begin
                        if (total_amount <= 5'd30)
                            total_amount <= total_amount + COIN_1;
                    end
                    2'b10: begin
                        if (total_amount <= 5'd26)
                            total_amount <= total_amount + COIN_5;
                    end
                    2'b11: begin
                        if (total_amount <= 5'd21)
                            total_amount <= total_amount + COIN_10;
                    end
                endcase
            end
        end
    end
endmodule
module product_selection (
    input wire clk,
    input wire reset,
    input wire [1:0] product_sel,   
    output reg [4:0] selected_price
);
    parameter PRODUCT_A_PRICE = 5'd15;
    parameter PRODUCT_B_PRICE = 5'd20;
    parameter PRODUCT_C_PRICE = 5'd25;
    always @(posedge clk or posedge reset) begin
        if (reset) begin
            selected_price <= 5'd0;
        end
        else begin
            case (product_sel)
                2'b01: selected_price <= PRODUCT_A_PRICE;
                2'b10: selected_price <= PRODUCT_B_PRICE;
                2'b11: selected_price <= PRODUCT_C_PRICE;
                default: selected_price <= selected_price;  
            endcase
        end
    end
endmodule
module fsm_controller (
    input wire clk,                     
    input wire reset,                   
    input wire [1:0] coin_in,           
    input wire [1:0] product_sel,       
    input wire cancel,                  
    input wire [4:0] current_amount,    
    input wire [4:0] selected_price,    
    input wire valid_transaction,       
    output reg [2:0] current_state,     
    output reg dispense_command,        
    output reg calculate_change,        
    output reg reset_money,             
    output reg [1:0] product_out        
);
    parameter IDLE = 3'b000;            
    parameter MONEY_DEPOSIT = 3'b001;   
    parameter PRODUCT_SELECT = 3'b010;   
    parameter DISPENSE_PRODUCT = 3'b011;  
    parameter RETURN_CHANGE = 3'b100;    
    reg [1:0] selected_product;
    reg money_reset_done;
    reg transaction_cancelled;  
    reg [4:0] timeout_counter;
    wire timeout = 1'b0;  
    reg [2:0] next_state;
    always @(posedge clk or posedge reset) begin
        if (reset) begin
            current_state <= IDLE;
            selected_product <= 2'b00;
            money_reset_done <= 1'b0;
            transaction_cancelled <= 1'b0;
        end
        else begin
            current_state <= next_state;
            if (current_state == PRODUCT_SELECT && product_sel != 2'b00 && current_amount >= selected_price && !transaction_cancelled) begin
                selected_product <= product_sel;
            end
            else if (current_state == IDLE) begin
                selected_product <= 2'b00;
                transaction_cancelled <= 1'b0;  
            end
            if (cancel) begin
                transaction_cancelled <= 1'b1;
                selected_product <= 2'b00;  
            end
            if (current_state == IDLE && !money_reset_done) begin
                money_reset_done <= 1'b1;
            end
            else if (current_state != IDLE) begin
                money_reset_done <= 1'b0;
            end
        end
    end
    always @(*) begin
        case (current_state)
            IDLE: begin
                if (coin_in != 2'b00)
                    next_state = MONEY_DEPOSIT;
                else
                    next_state = IDLE;
            end
            MONEY_DEPOSIT: begin
                if (cancel || timeout)
                    next_state = RETURN_CHANGE;
                else if (product_sel != 2'b00)
                    next_state = PRODUCT_SELECT;
                else
                    next_state = MONEY_DEPOSIT;
            end
            PRODUCT_SELECT: begin
                if (cancel || timeout)
                    next_state = RETURN_CHANGE;
                else if (current_amount >= selected_price && product_sel != 2'b00)
                    next_state = DISPENSE_PRODUCT;
                else if (coin_in != 2'b00)
                    next_state = MONEY_DEPOSIT;
                else
                    next_state = PRODUCT_SELECT;
            end
            DISPENSE_PRODUCT: begin
                next_state = RETURN_CHANGE;
            end
            RETURN_CHANGE: begin
                next_state = IDLE;
            end
            default: next_state = IDLE;
        endcase
    end
    always @(*) begin
        dispense_command = 1'b0;
        calculate_change = 1'b0;
        reset_money = 1'b0;
        product_out = 2'b00;
        case (current_state)
            IDLE: begin
                reset_money = !money_reset_done;
                product_out = 2'b00;
            end
            PRODUCT_SELECT: begin
                if (current_amount >= selected_price && product_sel != 2'b00 && !transaction_cancelled)
                    product_out = product_sel;
            end
            DISPENSE_PRODUCT: begin
                dispense_command = 1'b1;
                product_out = selected_product;
            end
            RETURN_CHANGE: begin
                calculate_change = 1'b1;
                if (!transaction_cancelled)
                    product_out = selected_product;
                else
                    product_out = 2'b00;
            end
            default: begin
            end
        endcase
    end
endmodule
module Change_calculator (
    input wire clk,
    input wire reset,
    input wire [4:0] current_amount,
    input wire [4:0] product_price,
    input wire calculate,
    output reg [4:0] change_amount,
    output reg valid_transaction
);
    always @(posedge clk) begin
        if (reset) begin
            change_amount <= 5'd0;
            valid_transaction <= 1'b0;
        end
        else if (calculate) begin
            if (product_price > 5'd0 && current_amount >= product_price) begin
                change_amount <= current_amount - product_price;
                valid_transaction <= 1'b1;
            end
            else begin
                change_amount <= current_amount;
                valid_transaction <= 1'b0;
            end
        end
    end
endmodule
module Vending_machine(
    input wire clk,                     
    input wire reset,                   
    input wire [1:0] coin_in,           
    input wire [1:0] product_sel,       
    input wire cancel,                  
    output wire [4:0] current_amount_display,  
    output wire [1:0] product_out,      
    output wire [4:0] change_out,       
    output wire [2:0] state_out         
);
    wire [4:0] current_amount;          
    wire [4:0] selected_price;          
    wire dispense_command;              
    wire calculate_change;              
    wire reset_money;                   
    wire valid_transaction;             
    money_counter money_counter_inst (
        .clk(clk),                        
        .reset(reset | reset_money),       
        .coin_in(coin_in),                
        .total_amount(current_amount)     
    );
    product_selection product_selection_inst (
        .clk(clk),                        
        .reset(reset),                    
        .product_sel(product_sel),        
        .selected_price(selected_price)   
    );
    fsm_controller fsm_controller_inst (
        .clk(clk),                        
        .reset(reset),                    
        .coin_in(coin_in),                
        .product_sel(product_sel),        
        .cancel(cancel),                  
        .current_amount(current_amount),  
        .selected_price(selected_price),  
        .valid_transaction(valid_transaction), 
        .current_state(state_out),        
        .dispense_command(dispense_command), 
        .calculate_change(calculate_change), 
        .reset_money(reset_money),        
        .product_out(product_out)         
    );
    change_calculator change_calculator_inst (
        .clk(clk),                        
        .reset(reset),                    
        .current_amount(current_amount),  
        .product_price(selected_price),   
        .calculate(calculate_change),     
        .change_amount(change_out),       
        .valid_transaction(valid_transaction) 
    );
    assign current_amount_display = current_amount;
endmodule
==> metrics.log <==
[report] extracting results
INFO  metric outcome = finished clean
INFO  metric top_signal_layer_used = met4
INFO  metric switching_share = 0.2916
INFO  metric io-pin-count = 19
INFO  metric setup.worst_path.end_class = register
INFO  metric worstHoldPathType = register to register
INFO  metric predominant_post_synthesis_flop_cell = dfxtp_1
INFO  metric final_max_slew_viol_count = 0
INFO  metric place.detailed.hpwl = 1.203 mm
INFO  metric rsz0062_at_grt = false
INFO  metric synth_warnings = 1
INFO  metric enable_flop_cells = 0
INFO  metric rows = 21
INFO  metric drt_pass1_iterations = 4
INFO  metric cts_tree = yes
INFO  metric final_estimated_routing_congestion_in_global_placement = 0.8939
INFO  metric comb_power_share = 0.395
INFO  metric grt_remaining_overflow = 0
INFO  metric floorplan.die.width = 80 um
INFO  metric clock_root_buffer_master = clkbuf_4
INFO  metric total_switching_power = 78.19 uW
INFO  metric proportion_of_power_drawn_by_the_clock_network = 0.267
INFO  metric detailroute.via_count = 538
INFO  metric ctsLongestPathBuffers = 2
INFO  metric setup_violations = 0
INFO  metric drtAntennaViolNets = 0
INFO  metric cts_post_setup_buffers_inserted = 0
INFO  metric synth.yosys.num_cells = 65
INFO  metric fmax = 421.1 MHz
INFO  metric drt_drc_violations_left = 0
INFO  metric pin_count_of_the_biggest_net_entering_global_routing = 13
INFO  metric total_met3_wirelength_after_detailed_routing = 178 um
INFO  metric place_area = 755.7 um2
INFO  metric max-vdd-ir-drop = 0.06539 mV
INFO  metric top_cell_area_share = 0.2302
INFO  metric yosysUniqueCellTypes = 26
INFO  metric cts_hold_buf = 0
INFO  metric n_antenna_cell = 0
INFO  metric power_per_cell_area = 344.5 nW/um2
INFO  metric cellLeakagePower = 0.0002960 uW
INFO  metric timing.max_slew.rel_slack = 0.6353
INFO  metric sequentialPowerShare = 0.338
INFO  metric cts_resized = 0
INFO  metric synth-seq-cells = 6
INFO  metric floorplan.initialDensity = 0.1527
INFO  metric wire_per_inst = 10.45 um
INFO  metric synthesis.area = 521.8 um2
INFO  metric die_height = 80 um
INFO  metric synthArstFlopShare = 0
INFO  metric drt-met1-wl = 588 um
INFO  metric die_area = 6400 um2
INFO  metric numCtsBuffers = 3
INFO  metric drtIter0Drc = 10
INFO  metric stdcell_area = 778.2 um2
INFO  metric met2_length = 580 um
INFO  metric timing.setup.critical_path_class = input port to register
INFO  metric arrival_worst_endpoint = 2.53 ns
INFO  metric areaGrowthSynthToFinish = 49.16%
INFO  metric top_cells_by_area = dfxtp_1, ha_1, o21ai_0, a311oi_1, nand3_1
INFO  metric postSynthSeqShare = 0.2302
INFO  metric clock_tree.htree_level_count = 1
INFO  metric fin_crit_period = 2.375 ns
INFO  metric yosys.stat.chipArea = 521.8 um2
INFO  metric grt_pass1_vias = 563
INFO  metric layout-drive-gt1-share = 0.07059
INFO  metric finalHoldViolations = 0
INFO  metric worstSetupStartpointType = input port
INFO  metric global_router_s_overall_resource_usage = 0.04369
INFO  metric grt_first_pass_wirelength = 2.373 mm
INFO  metric fin_skew = 0 ns
INFO  metric routed_wl = 1.369 mm
INFO  metric cp.required = 3.16 ns
INFO  metric cts.sinks = 6
INFO  metric drv.max_cap_violation_count = 0
INFO  metric critPathMaxFanout = 3
INFO  metric clk_pin_slew_worst_paths = 0.04 ns
INFO  metric netlist.top_cell.by_area = dfxtp_1
INFO  metric synth_cells = 65
INFO  metric port-buffer-count = 18
INFO  metric grt_antenna_before_repair = 0
INFO  metric min_period_over_period = 0.7916
INFO  metric vias_per_cell = 4.107
INFO  metric intPower = 189.9 uW
INFO  metric core-area = 3416 um2
INFO  metric synthesis.area_per_instance = 8.027 um2
INFO  metric log.warning_count = 25
INFO  metric setup-tns-final = 0 ns
INFO  metric worst_slew_pin_slew = 0.5413 ns
INFO  metric hold_ws = 0.4786 ns
INFO  metric insertion_delay = 0.24 ns
==> power groups by stage <==
stage	Sequential [uW]	Combinational, uW	Clock, uW
4_1_cts	90.7	106	74.0
5_1_grt	91.3	120	80.0
6_report	90.7	106	71.7
==> critical path, cell delays in order <==
cell and delay (ns):
clkdlybuf4s50_1 0.48, inv_1 0.05, ha_1 0.22, fa_1 0.42, nand2b_1 0.17, a21oi_1 0.15
xor2_1 0.18, nand3_1 0.09, a41oi_1 0.19
==> area by class of cell <==
cell class / count / area [um2]
Multi-Input combinational cell: 52 / 375.4
Timing Repair Buffer: 18 / 180.2
Tap cell: 46 / 57.56
Fill cell: 379 / 2638
Clock buffer: 3 / 22.52
Sequential cell: 6 / 120.1
Inverter: 6 / 22.52
==> per-stage QoR <==
step	setup slack, ns	utilization	instances	total power [uW]
final	0.6251	0.2278	131	268.1
after global routing	0.4254	0.2278	131	291.8
after CTS	0.6103	0.2278	131	271.0
after detailed placement	0.3693	0.2212	128	198.0
after global placement	0.4003	0.2212	128	197.4
after floorplan	1.000	-	65	153.7
==> path summary, 6_finish.rpt <==
| check | startpoint | to | slack, ns | cells after the start |
|---|---|---|---|---|
| max | current_amount[0] | change_amount[4] | 0.63 | 9 |
| min | valid_transaction | valid_transaction | 0.48 | 2 |
| max reg2reg | change_amount[0] | change_amount[0] | 2.27 | 2 |
| min reg2reg | valid_transaction | valid_transaction | 0.48 | 2 |
==> layout by cell type, fill, tap and decap left out, types with 2 or more instances in the layout <==
cell and n:
clkdlybuf4s50_1 18, o21ai_0 8, inv_1 6, nor2_1 6
dfxtp_1 6, nand3_1 5, ha_1 5, a311oi_1 4
a21oi_1 3, clkbuf_4 3, nand2b_1 2, xor2_1 2
nand2_1 2, or3_1 2
==> cell usage after synthesis (2+ instances only) <==
master,count
nor2_1,6
a21oi_1,3
o21ai_0,8
nand2b_1,2
dfxtp_1,6
or3_1,2
inv_1,6
a311oi_1,4
nand2_1,2
xor2_1,2
nand3_1,5
ha_1,5
==> sequential cells by signal, indices dropped and copies added (netlist names) <==
register and count:
valid_transaction 1, change_amount 5
==> per-layer routing <==
layer	vias up	track usage
li1	282	-
met1	232	0.05171
met2	20	0.06982
met3	4	0.02045
met4	0	0.01056
met5	-	0
==> cells by family (layout without fill, tap and decap cells) <==
family	Yosys count	after routing	synth area share
fa+ha+maj	6	6	0.1583
buf+inv	7	27	0.05035
simple gates	22	22	0.2182
xor+xnor	3	3	0.05037
flops	6	6	0.2302
compound gates	21	21	0.2926
Power is estimated from default activity; no workload was simulated.
