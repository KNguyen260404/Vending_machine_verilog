**flow/design.v**
```verilog
module display_module (
    input wire clk,
    input wire reset,
    input wire [4:0] current_amount,
    input wire [2:0] current_state,
    input wire [1:0] product_out,
    input wire [4:0] change_out,
    output reg [7:0] amount_display,     
    output reg [7:0] status_display,     
    output reg [3:0] led_indicators      
);
    parameter IDLE = 3'b000;
    parameter MONEY_DEPOSIT = 3'b001;
    parameter PRODUCT_SELECT = 3'b010;
    parameter DISPENSE_PRODUCT = 3'b011;
    parameter RETURN_CHANGE = 3'b100;
    parameter [7:0] DIGIT_0 = 8'b11111100;  
    parameter [7:0] DIGIT_1 = 8'b01100000;  
    parameter [7:0] DIGIT_2 = 8'b11011010;  
    parameter [7:0] DIGIT_3 = 8'b11110010;  
    parameter [7:0] DIGIT_4 = 8'b01100110;  
    parameter [7:0] DIGIT_5 = 8'b10110110;  
    parameter [7:0] DIGIT_6 = 8'b10111110;  
    parameter [7:0] DIGIT_7 = 8'b11100000;  
    parameter [7:0] DIGIT_8 = 8'b11111110;  
    parameter [7:0] DIGIT_9 = 8'b11110110;  
    function [7:0] bcd_to_7seg;
        input [3:0] bcd;
        begin
            case (bcd)
                4'd0: bcd_to_7seg = DIGIT_0;
                4'd1: bcd_to_7seg = DIGIT_1;
                4'd2: bcd_to_7seg = DIGIT_2;
                4'd3: bcd_to_7seg = DIGIT_3;
                4'd4: bcd_to_7seg = DIGIT_4;
                4'd5: bcd_to_7seg = DIGIT_5;
                4'd6: bcd_to_7seg = DIGIT_6;
                4'd7: bcd_to_7seg = DIGIT_7;
                4'd8: bcd_to_7seg = DIGIT_8;
                4'd9: bcd_to_7seg = DIGIT_9;
                default: bcd_to_7seg = 8'h00;
            endcase
        end
    endfunction
    always @(posedge clk or posedge reset) begin
        if (reset) begin
            amount_display <= DIGIT_0;
            status_display <= DIGIT_0;
            led_indicators <= 4'b0000;
        end
        else begin
            amount_display <= bcd_to_7seg(current_amount[3:0]);
            case (current_state)
                IDLE: begin
                    status_display <= DIGIT_0;
                    led_indicators <= 4'b0001;
                end
                MONEY_DEPOSIT: begin
                    status_display <= DIGIT_1;
                    led_indicators <= 4'b0010;
                end
                PRODUCT_SELECT: begin
                    status_display <= DIGIT_2;
                    led_indicators <= 4'b0100;
                end
                DISPENSE_PRODUCT: begin
                    status_display <= DIGIT_3;
                    led_indicators <= 4'b1000;
                end
                RETURN_CHANGE: begin
                    status_display <= DIGIT_4;
                    led_indicators <= 4'b1100;
                end
                default: begin
                    status_display <= DIGIT_0;
                    led_indicators <= 4'b0000;
                end
            endcase
        end
    end
endmodule
```
**flow/run.sh**
```bash
#!/bin/bash
# OpenROAD 26Q1-2900-gdf79404cd8, Yosys 0.63+post, stock flow scripts
make -C /OpenROAD-flow-scripts/flow DESIGN_CONFIG=/design/flow/config.mk WORK_HOME=/design/flow/orfs finish
```
**flow/config.mk**
```make
export PLATFORM = sky130hd
export DESIGN_NAME = display_module
export DESIGN_NICKNAME = display_module
export VERILOG_FILES = /design/flow/design.v
export SDC_FILE = /design/flow/constraint.sdc
export NUM_CORES = 4
export LEC_CHECK = 1
export CORE_AREA = 10 10 90 90
export DIE_AREA = 0 0 100 100
```
**flow/constraint.sdc**
```tcl
current_design display_module

set clk_period 1.0
set clk_io_pct 0.2

create_clock -name clk0 -period $clk_period [get_ports {clk}]

set non_clock_inputs [all_inputs -no_clocks]
set_input_delay [expr $clk_period * $clk_io_pct] -clock clk0 $non_clock_inputs
set_output_delay [expr $clk_period * $clk_io_pct] -clock clk0 [all_outputs]
```
==> reports/qor.yml <==
status:
  status: "finished with violations"
  violations: "setup timing"
logic_synthesis:
  yosys_most_used_dff: "dfstp_2"
  synth_cell_type_count: 24
  top_area_share_pct: 33.9
  syn_area_per_cell_sq_um: 11.8
  synth_top_cell_by_area: "dfstp_2"
  topCellsByArea: "dfstp_2 34%, dfrtp_1 19%, ha_1 9.7%, buf_4 4.8%, o22ai_1 4.0%"
  async_flop_share_pct: 100
  synth_cells: 66
  yosys_warnings: 1
  yosys-stat-cells: 66
  most_common_cell: "dfstp_2"
  syn_area_sq_um: 776
  enable_flop_cells: 0
  numSynthFlops: 16
  netlist_top_cells_count: "10 x dfstp_2, 6 x dfrtp_1, 6 x ha_1, 6 x inv_1"
  yosys.stat.seqShare_pct: 53.2
  ys_chip_area_sq_um: 776
final_layout:
  logic_area_sq_um: 279
  fillers: 680
  register_area_sq_um: 413
  syn_to_final_growth_pct: 44.7
  post_route_cells_drive_above_1_share_pct: 45.5
  utilization_pct: 17.9
critical_path:
  crit_type: "reg2out"
  endpoint_kind: "output pin"
  cpMaxStageDelayCell: "dfstp_2"
  cp.required_ns: 0.80
  worstPathMaxFanout: 2
  crit_buf_inv: 1
  cp.depth: 1
  cp_top_family: "flip-flops"
  path_cells: "buf_2"
  max_stage_delay_ns: 0.52
  cp-start-kind: "flip-flop"
  arrival_ns: 0.85
die:
  core_util_floorplan_pct: 12.4
  io_pins: 37
  die_height_um: 100
  dieArea_sq_mm: 0.0100
  die_w_um: 100
  placementRows: 29
  coreArea_sq_mm: 0.00628
global_route:
  grt_first_pass_wirelength_um: 2860
  use_met1_pct: 4.12
  grt_pass1_vias: 570
  grt_busiest_layer: "met2"
  use_met3_pct: 1.67
  grt_max_degree: 17
  antenna_found_initial: 0
  grt_usage_pct: 3.38
  grt.overflow.total: 0
  use_met2_pct: 5.13
final_timing:
  setup_viol: 11
  setup_tns_ns: -0.454
  fin_crit_ns: 1.05
  finalCritPeriodShare_pct: 105
  hold_viol: 0
  final_max_slew_viol_count: 0
  max_freq_ghz: 0.951
  rsz0062_at_grt: "yes"
  setup_slack_ns: -0.0519
place:
  dpl.hpwl_um: 1410
  gp_congestion: 0.780
  io_buffers: 25
job:
  warning_count: 40
  max_cap_violations: 0
power:
  power_frac_seq_pct: 48.0
  powerDensity_mw_per_mm2: 1350
  p_leak_nw: 0.533
  ir_drop_mv: 0.380
  combinationalPowerShare_pct: 15.6
  switching_share_pct: 20.8
  internal_power_mw: 1.20
  p_sw_mw: 0.315
  clkPwrFrac_pct: 36.4
cts:
  post_cts_buffers: 0
  cts_num_sinks: 16
  cts_tree: "yes"
  clockBufferDepth: 2
  h-tree-depth: 1
  clkTransAtPathRegs_ns: 0.06
  clockRootBuffer: "clkbuf_8"
  cts_buffers: 3
detailed_routing:
  drt_iter0_drc: 20
  wl_per_cell_um: 9.35
  wl_um: 1650
  drc: 0
  insertedDiodeCount: 0
  vias: 523
  first_pass_iters: 3
  ant_nets: 0
  viasPerCell: 2.97
worst_hold_path:
  hold_class: "in2async"
## final timing paths
path                              startpoint                end  slack, ns
hold / removal                         reset  led_indicators[2]       0.27
setup / recovery           status_display[4]  status_display[7]      -0.05
min in group clk0          current_amount[3]  amount_display[6]       0.47
max in group asynchronous              reset  amount_display[5]       0.53
## metal layers
metal  vias up  wire length (um)  share of wire (%)
li1        269                 -                  -
met1       235               700                 43
met2        17               736                 45
met3         2               160                9.7
met4         0                47                2.9
met5         -                 0                  0
## cell type report
cell class | count | area share (%)
multi-input combinational | 37 | 24.9
clock buffer | 4 | 4.91
sequential | 16 | 36.8
inverter | 6 | 2.01
timing repair buffer | 36 | 22.9
tap | 77 | 8.58
## what timing repair did
action                     in CTS  in global routing
gates resized                  50                  6
pin swaps                       1                  0
setup endpoints to repair      24                 17
hold buffers                    0                  0
## metrics by stage
stage / hold WS (ns) / instances / cell area (sq um) / power, mW / setup slack, ns
floorplan: 0.107 / 67 / 779 / 0.853 / 0.211
global placement: 0.535 / 172 / 1160 / 1.03 / -0.435
detailed placement: 0.520 / 172 / 1160 / 1.04 / -0.411
CTS: 0.269 / 176 / 1150 / 1.56 / -0.0690
global route: 0.320 / 176 / 1120 / 1.61 / -0.104
finish: 0.271 / 176 / 1120 / 1.52 / -0.0519
## cell families (layout without fill, tap and decap cells)
group	after synthesis	count (layout)	share of synthesized area [%]
buffers and inverters	14	46	11.3
flip-flops	16	16	53.2
XOR/XNOR	3	3	3.39
AND/OR/NAND/NOR	11	11	8.87
other	2	3	0.968
AND-OR/OR-AND	12	12	10.0
adder cells (fa/ha/maj)	6	6	9.68
multiplexers	2	2	2.58
## state kept, by name (all words and copies together) (netlist names)
name and cells:
amount_display 7, led_indicators 4, status_display 5
## cell usage in the layout (no fill, tap or decap), types with 2 or more instances in the layout
| cell | netlist | final |
|---|---|---|
| a21o_1 | 2 | 2 |
| a21oi_1 | 2 | 2 |
| buf_2 | 1 | 11 |
| buf_4 | 5 | 10 |
| clkbuf_2 | 0 | 6 |
| clkbuf_8 | 0 | 4 |
| clkdlybuf4s50_1 | 0 | 5 |
| conb_1 | 2 | 3 |
| dfrtp_1 | 6 | 6 |
| dfstp_2 | 10 | 10 |
| dlygate4sd2_1 | 0 | 3 |
| ha_1 | 6 | 6 |
| inv_1 | 6 | 5 |
| mux2i_1 | 2 | 2 |
| nand2b_1 | 2 | 2 |
| nor2_1 | 4 | 4 |
| o22ai_1 | 5 | 5 |
| xnor2_1 | 2 | 2 |
## power groups by stage
stage / logic, mW / registers [mW] / clock network (mW)
6_report: 0.236 / 0.728 / 0.552
5_1_grt: 0.272 / 0.734 / 0.600
4_1_cts: 0.253 / 0.729 / 0.576
Power and IR drop assume default switching activity.
