==> /design/flow/design.v <==
module change_calculator (
    input wire clk,
    input wire reset,
    input wire [4:0] current_amount,
    input wire [4:0] product_price,
    input wire calculate,
    output reg [4:0] change_amount,
    output reg valid_transaction
);
    always @(posedge clk) begin
        if (reset) begin
            change_amount <= 5'd0;
            valid_transaction <= 1'b0;
        end
        else if (calculate) begin
            if (product_price > 5'd0 && current_amount >= product_price) begin
                change_amount <= current_amount - product_price;
                valid_transaction <= 1'b1;
            end
            else begin
                change_amount <= current_amount;
                valid_transaction <= 1'b0;
            end
        end
    end
endmodule
module money_counter (
    input wire clk,
    input wire reset,
    input wire [1:0] coin_in,     
    output reg [4:0] total_amount
);
    parameter COIN_1 = 5'd1;
    parameter COIN_5 = 5'd5;
    parameter COIN_10 = 5'd10;
    reg [1:0] coin_in_prev;
    wire coin_inserted = (coin_in != 2'b00) && (coin_in_prev == 2'b00);
    always @(posedge clk) begin
        if (reset) begin
            total_amount <= 5'd0;
            coin_in_prev <= 2'b00;
        end
        else begin
            coin_in_prev <= coin_in;
            if (coin_inserted) begin
                case (coin_in)
                    2'b01: begin
                        if (total_amount <= 5'd30)
                            total_amount <= total_amount + COIN_1;
                    end
                    2'b10: begin
                        if (total_amount <= 5'd26)
                            total_amount <= total_amount + COIN_5;
                    end
                    2'b11: begin
                        if (total_amount <= 5'd21)
                            total_amount <= total_amount + COIN_10;
                    end
                endcase
            end
        end
    end
endmodule
module product_selection (
    input wire clk,
    input wire reset,
    input wire [1:0] product_sel,   
    output reg [4:0] selected_price
);
    parameter PRODUCT_A_PRICE = 5'd15;
    parameter PRODUCT_B_PRICE = 5'd20;
    parameter PRODUCT_C_PRICE = 5'd25;
    always @(posedge clk or posedge reset) begin
        if (reset) begin
            selected_price <= 5'd0;
        end
        else begin
            case (product_sel)
                2'b01: selected_price <= PRODUCT_A_PRICE;
                2'b10: selected_price <= PRODUCT_B_PRICE;
                2'b11: selected_price <= PRODUCT_C_PRICE;
                default: selected_price <= selected_price;  
            endcase
        end
    end
endmodule
module fsm_controller (
    input wire clk,                     
    input wire reset,                   
    input wire [1:0] coin_in,           
    input wire [1:0] product_sel,       
    input wire cancel,                  
    input wire [4:0] current_amount,    
    input wire [4:0] selected_price,    
    input wire valid_transaction,       
    output reg [2:0] current_state,     
    output reg dispense_command,        
    output reg calculate_change,        
    output reg reset_money,             
    output reg [1:0] product_out        
);
    parameter IDLE = 3'b000;            
    parameter MONEY_DEPOSIT = 3'b001;   
    parameter PRODUCT_SELECT = 3'b010;   
    parameter DISPENSE_PRODUCT = 3'b011;  
    parameter RETURN_CHANGE = 3'b100;    
    reg [1:0] selected_product;
    reg money_reset_done;
    reg transaction_cancelled;  
    reg [4:0] timeout_counter;
    wire timeout = 1'b0;  
    reg [2:0] next_state;
    always @(posedge clk or posedge reset) begin
        if (reset) begin
            current_state <= IDLE;
            selected_product <= 2'b00;
            money_reset_done <= 1'b0;
            transaction_cancelled <= 1'b0;
        end
        else begin
            current_state <= next_state;
            if (current_state == PRODUCT_SELECT && product_sel != 2'b00 && current_amount >= selected_price && !transaction_cancelled) begin
                selected_product <= product_sel;
            end
            else if (current_state == IDLE) begin
                selected_product <= 2'b00;
                transaction_cancelled <= 1'b0;  
            end
            if (cancel) begin
                transaction_cancelled <= 1'b1;
                selected_product <= 2'b00;  
            end
            if (current_state == IDLE && !money_reset_done) begin
                money_reset_done <= 1'b1;
            end
            else if (current_state != IDLE) begin
                money_reset_done <= 1'b0;
            end
        end
    end
    always @(*) begin
        case (current_state)
            IDLE: begin
                if (coin_in != 2'b00)
                    next_state = MONEY_DEPOSIT;
                else
                    next_state = IDLE;
            end
            MONEY_DEPOSIT: begin
                if (cancel || timeout)
                    next_state = RETURN_CHANGE;
                else if (product_sel != 2'b00)
                    next_state = PRODUCT_SELECT;
                else
                    next_state = MONEY_DEPOSIT;
            end
            PRODUCT_SELECT: begin
                if (cancel || timeout)
                    next_state = RETURN_CHANGE;
                else if (current_amount >= selected_price && product_sel != 2'b00)
                    next_state = DISPENSE_PRODUCT;
                else if (coin_in != 2'b00)
                    next_state = MONEY_DEPOSIT;
                else
                    next_state = PRODUCT_SELECT;
            end
            DISPENSE_PRODUCT: begin
                next_state = RETURN_CHANGE;
            end
            RETURN_CHANGE: begin
                next_state = IDLE;
            end
            default: next_state = IDLE;
        endcase
    end
    always @(*) begin
        dispense_command = 1'b0;
        calculate_change = 1'b0;
        reset_money = 1'b0;
        product_out = 2'b00;
        case (current_state)
            IDLE: begin
                reset_money = !money_reset_done;
                product_out = 2'b00;
            end
            PRODUCT_SELECT: begin
                if (current_amount >= selected_price && product_sel != 2'b00 && !transaction_cancelled)
                    product_out = product_sel;
            end
            DISPENSE_PRODUCT: begin
                dispense_command = 1'b1;
                product_out = selected_product;
            end
            RETURN_CHANGE: begin
                calculate_change = 1'b1;
                if (!transaction_cancelled)
                    product_out = selected_product;
                else
                    product_out = 2'b00;
            end
            default: begin
            end
        endcase
    end
endmodule
module Change_calculator (
    input wire clk,
    input wire reset,
    input wire [4:0] current_amount,
    input wire [4:0] product_price,
    input wire calculate,
    output reg [4:0] change_amount,
    output reg valid_transaction
);
    always @(posedge clk) begin
        if (reset) begin
            change_amount <= 5'd0;
            valid_transaction <= 1'b0;
        end
        else if (calculate) begin
            if (product_price > 5'd0 && current_amount >= product_price) begin
                change_amount <= current_amount - product_price;
                valid_transaction <= 1'b1;
            end
            else begin
                change_amount <= current_amount;
                valid_transaction <= 1'b0;
            end
        end
    end
endmodule
module Vending_machine(
    input wire clk,                     
    input wire reset,                   
    input wire [1:0] coin_in,           
    input wire [1:0] product_sel,       
    input wire cancel,                  
    output wire [4:0] current_amount_display,  
    output wire [1:0] product_out,      
    output wire [4:0] change_out,       
    output wire [2:0] state_out         
);
    wire [4:0] current_amount;          
    wire [4:0] selected_price;          
    wire dispense_command;              
    wire calculate_change;              
    wire reset_money;                   
    wire valid_transaction;             
    money_counter money_counter_inst (
        .clk(clk),                        
        .reset(reset | reset_money),       
        .coin_in(coin_in),                
        .total_amount(current_amount)     
    );
    product_selection product_selection_inst (
        .clk(clk),                        
        .reset(reset),                    
        .product_sel(product_sel),        
        .selected_price(selected_price)   
    );
    fsm_controller fsm_controller_inst (
        .clk(clk),                        
        .reset(reset),                    
        .coin_in(coin_in),                
        .product_sel(product_sel),        
        .cancel(cancel),                  
        .current_amount(current_amount),  
        .selected_price(selected_price),  
        .valid_transaction(valid_transaction), 
        .current_state(state_out),        
        .dispense_command(dispense_command), 
        .calculate_change(calculate_change), 
        .reset_money(reset_money),        
        .product_out(product_out)         
    );
    change_calculator change_calculator_inst (
        .clk(clk),                        
        .reset(reset),                    
        .current_amount(current_amount),  
        .product_price(selected_price),   
        .calculate(calculate_change),     
        .change_amount(change_out),       
        .valid_transaction(valid_transaction) 
    );
    assign current_amount_display = current_amount;
endmodule
==> /design/flow/run.sh <==
#!/bin/bash
# OpenROAD 26Q1-2900-gdf79404cd8, Yosys 0.63+post, stock flow scripts
make -C /OpenROAD-flow-scripts/flow DESIGN_CONFIG=/design/flow/config.mk WORK_HOME=/design/flow/orfs finish
==> /design/flow/config.mk <==
export PLATFORM = sky130hd
export DESIGN_NAME = Vending_machine
export DESIGN_NICKNAME = Vending_machine
export VERILOG_FILES = /design/flow/design.v
export SDC_FILE = /design/flow/constraint.sdc
export NUM_CORES = 4
export LEC_CHECK = 1
export CORE_AREA = 10 10 109 109
export DIE_AREA = 0 0 119 119
==> /design/flow/constraint.sdc <==
current_design Vending_machine

set clk_period 3.3
set clk_io_pct 0.2

create_clock -name clk0 -period $clk_period [get_ports {clk}]

set non_clock_inputs [all_inputs -no_clocks]
set_input_delay [expr $clk_period * $clk_io_pct] -clock clk0 $non_clock_inputs
set_output_delay [expr $clk_period * $clk_io_pct] -clock clk0 [all_outputs]
==> summary.txt <==
yosys + openroad results -> status finished, final reports clean, most common logic cell in the routed design clkdlybuf4s50_1, Avg Cell Area, Syn 8.89 um2, wire length of the first global-routing pass 6230 um, Routed WL 3800 um, register cell area after layout just over 500 um2, Synth Flop Type dfxtp_1, Area Overhead vs Synth 29.4%, total congestion overflow 0, RSZ-0062 raised after global routing no, logic area a little over 900 um2, Syn Inst Count 168, Max Slew Vio Count 0, Ports 22, ys cells 168, crit path DRT 2.64 ns, cell taking the most area after synthesis dfrtp_1, gp weighted congestion 0.851, worst rel slew slack 63.4%, Placed Instances 321, Post-synth ARST share a little under half, crit share post-route 94.9%, layout cells sized above 1 11.5%, Area leader share 18.4%, initial detailed-routing violation count 71, Cell area leaders dfrtp_1, dfxtp_1, ha_1, crit path capture type output pin, Post-route DRC 0, Util after Layout 20.0%, DIE WIDTH about 120 um, ant diodes 0, Pre-antenna DRT Iters 4, FP Util around 15%, crit path max fanout 8, max-cap violations 0, Distinct cells, synth 46, Worst Tran Pin Value 0.548 ns, startpoint types flop, DIE AREA 14200 um2, Peak VDD IR 0.153 mV, WP data arrival 2.47 ns, clk latency late pin 0.26 ns, row count 36, via count roughly 1300, initial antenna violation count 0, GRT Total Usage ~5.2%, core area 9640 um2, sequential fraction of the synthesis area 34.5%, post-route ant nets 0, CTS buffer count 3, post-route insts no fill 325, count of tool warnings 29, largest net degree at the start of global routing 16, final setup fails 0, Ys Warns 4, Registers, synthesis 23, CTS hold repair buffers 0, routed wire length per instance 11.7 um, clock transition at the registers of the reported paths 0.08 ns, via/cell ratio between 4 and 5, clk buf depth 2, post-route setup TNS 0 ns, yosys stat area around 1500 um2, Synth Cell Area 1490 um2, CTS sink count 23, Top Layout Cells clkdlybuf4s50_1, nand2_1, nor2_1, Die Y 119 um, count of library flops with an enable pin 0, f_max approximately 320 MHz, TritonCTS clock tree yes, Hold Fails Final Rpt 0, power per standard cell area 529 nW/um2, post-DP HPWL 2970 um, clock skew 0.00104 ns, Final Critical Period 3.13 ns, Port Buf Inserts 21, path type of the worst setup path reg -> out, Worst Hold Class reg -> reg, root buf cell clkbuf_8, FILL cells 1071, H-tree levels 1, vias in the first global route between 1000 and 1500, static leakage between 0.7 and 0.8 nW
[where the power goes]
group | switching (mW) | internal, mW
Clock | 0.0900 | 0.0842
Sequential | 0.0722 | 0.338
Combinational | 0.226 | 0.212
[worst max-delay path, cell delays in order, from the launching register on]
cell,delay (ns)
dfxtp_2,0.42
inv_1,0.11
ha_1,0.32
nand3_1,0.08
nand2_1,0.20
o221ai_2,0.18
nor3_4,0.27
a22o_1,0.18
clkdlybuf4s50_1,0.45
[path summary, 6_finish.rpt]
path                                                             to                               startpoint  cells after the start  slack, ns
max                                                  product_out[1]       money_counter_inst.total_amount[0]                      8       0.17
min reg2reg                 change_calculator_inst.change_amount[1]  change_calculator_inst.change_amount[1]                      2       0.46
max in group asynchronous  product_selection_inst.selected_price[4]                                    reset                      2       2.11
max reg2reg                      money_counter_inst.total_amount[3]       money_counter_inst.total_amount[1]                      8       1.31
min in group asynchronous      fsm_controller_inst.current_state[2]                                    reset                      2       0.83
min                         change_calculator_inst.change_amount[1]  change_calculator_inst.change_amount[1]                      2       0.46
[area by class of cell]
type,count,area share (%)
Clock inverter,1,0.259
Tap cell,133,8.61
Sequential cell,23,26.8
Inverter,13,2.53
Clock buffer,3,2.14
Timing Repair Buffer,24,12.0
Multi-Input combinational cell,128,47.6
[cell usage after synthesis, types with 2 or more instances]
library cell and instances:
mux2i_1 2, o211ai_1 3, xor2_1 2, o21a_1 2, dfrtp_1 11, ha_1 12
clkbuf_1 4, a22o_1 3, a31oi_1 3, inv_1 12, dfxtp_1 12, nor2_1 15
a21o_1 3, xnor2_1 3, nand2_1 16, a21oi_1 13, nand2b_1 4, or3_1 2
o21ai_0 9, a211o_1 4, nand3_1 2, nor3_1 3, nand3b_1 5
[logic make-up (layout without fill, tap and decap cells)]
kind of cell / after synthesis / in the layout / share of synthesized area, %
adder cells (fa/ha/maj): 13 / 13 / 11.4
multiplexers: 3 / 3 / 2.10
XOR/XNOR: 5 / 5 / 2.93
buffers and inverters: 17 / 41 / 4.27
AND/OR/NAND/NOR: 56 / 56 / 19.7
flip-flops: 23 / 23 / 34.5
AND-OR/OR-AND: 51 / 51 / 25.1
[metal layers]
metal	global-route usage, %	part of all wire [%]	up-vias
met5	0	0	-
met4	0.382	0.68	0
li1	-	-	652
met2	7.64	42	30
met1	7.84	51	620
met3	1.39	5.5	2
[metrics by stage]
stage	setup WS [ns]	hold slack (ns)	instance area [um2]	total power [mW]
6_report	0.167	0.463	1930	1.02
3_3_place_gp	0.329	0.447	1880	0.855
5_1_grt	0.00280	0.475	1930	1.11
2_1_floorplan	1.01	0.416	1490	0.675
4_1_cts	0.0365	0.461	1930	1.03
3_5_place_dp	0.301	0.450	1880	0.849
[sequential cells by signal, summed over array words and instances, names as in the netlist]
name	flops
fsm_controller_inst.selected_product	2
fsm_controller_inst.current_state	3
change_calculator_inst.change_amount	5
product_selection_inst.selected_price	4
fsm_controller_inst.transaction_cancelled	1
money_counter_inst.total_amount	5
fsm_controller_inst.money_reset_done	1
money_counter_inst.coin_in_prev	2
[what timing repair did]
item	4_1_cts	5_1_grt
setup endpoints to repair	2	2
setup buffers	0	0
resized	1	2
Power and IR drop assume default switching activity.
